$ cat config.mk
export PLATFORM = sky130hd
export DESIGN_NAME = systolic_array
export DESIGN_NICKNAME = systolic_array
export VERILOG_FILES = /design/flow/design.v
export SDC_FILE = /design/flow/constraint.sdc
export NUM_CORES = 4
export LEC_CHECK = 1
export CORE_UTILIZATION = 30
export SYNTH_HDL_FRONTEND = slang
$ cat constraint.sdc
current_design systolic_array

set clk_period 1.0
set clk_io_pct 0.2

create_clock -name clk0 -period $clk_period [get_ports {clock}]

set non_clock_inputs [all_inputs -no_clocks]
set_input_delay [expr $clk_period * $clk_io_pct] -clock clk0 $non_clock_inputs
set_output_delay [expr $clk_period * $clk_io_pct] -clock clk0 [all_outputs]
$ cat design.v
module systolic_array #(parameter ROWS = 2, parameter COLUMNS = 2, parameter WIDTH = 8)
(
    input wire clock,
    input wire reset,
    input wire [ROWS * WIDTH - 1:0] a,
    input wire [COLUMNS * WIDTH - 1:0] b,
    output wire [ROWS * COLUMNS * WIDTH - 1:0] c
);
    reg [WIDTH - 1:0] a_reg [0:ROWS - 1][0:COLUMNS - 1];
    reg [WIDTH - 1:0] b_reg [0:ROWS - 1][0:COLUMNS - 1];
    reg [WIDTH - 1:0] c_reg [0:ROWS - 1][0:COLUMNS - 1];
    wire [WIDTH - 1:0] a_in [0:ROWS - 1];
    wire [WIDTH - 1:0] b_in [0:COLUMNS - 1];
    genvar i, j;
    generate
        for (i = 0; i < ROWS; i = i + 1) begin
            assign a_in[i] = a[(i+1)*WIDTH-1 -: WIDTH];
        end
        for (j = 0; j < COLUMNS; j = j + 1) begin
            assign b_in[j] = b[(j+1)*WIDTH-1 -: WIDTH];
        end
    endgenerate
    generate
        for (i = 0; i < ROWS; i = i + 1) begin
            for (j = 0; j < COLUMNS; j = j + 1) begin
                assign c[(i * COLUMNS + j + 1) * WIDTH - 1 -: WIDTH] = c_reg[i][j];
            end
        end
    endgenerate
    integer row, col;
    always @(posedge clock or negedge reset) begin
        if (!reset) begin
            for (row = 0; row < ROWS; row = row + 1) begin
                for (col = 0; col < COLUMNS; col = col + 1) begin
                    a_reg[row][col] <= 0;
                    b_reg[row][col] <= 0;
                    c_reg[row][col] <= 0;
                end
            end
        end
        else begin
            for (row = 0; row < ROWS; row = row + 1) begin
                for (col = 0; col < COLUMNS; col = col + 1) begin
                    c_reg[row][col] <= a_in[row] * b_in[col];
                end
            end
            for (row = 0; row < ROWS; row = row + 1) begin
                for (col = 0; col < COLUMNS; col = col + 1) begin
                    a_reg[row][col] <= a_in[row];
                    b_reg[row][col] <= b_in[col];
                end
            end
        end
    end
endmodule
$ cat run.sh
#!/bin/bash
# OpenROAD 26Q1-2900-gdf79404cd8, Yosys 0.63+post, stock flow scripts
make -C /OpenROAD-flow-scripts/flow DESIGN_CONFIG=/design/flow/config.mk WORK_HOME=/design/flow/orfs finish
==> datasheet_impl.txt <==
Table: implementation figures

Parameter                              Value

Outcome
  Result of the run    complete, but fails checks
  Violations in the final reports    hold timing, setup timing

Global routing
  Total congestion overflow after global routing    0
  Antenna violations before repair    0
  Wire length of the first global-routing pass    18.0 mm
  GR Util All Layers    between 10% and 20%
  Via count of the first global-routing pass    3,716
  Pin count of the biggest net entering global routing    33

Finish
  Final instance area    0.00698 mm^2
  Share of the core filled with cells in the final layout    roughly half
  Flop area    around 800 um^2
  Synth-to-layout area growth    58.3%
  Logic area    about 0.0040 mm^2
  Filler cell count in the final layout    around 1,200
  Proportion of layout cells with a drive suffix above 1    49.4%
  Number of standard cells in the final layout excluding fillers    797
  Flip-flop count of the largest register after layout    32

Synthesis
  Yosys Instances    roughly 460
  Cell variety after synth    13
  Cell count after synthesis    463
  Top-area cell share    21.8%
  Share of the yosys chip area belonging to registers    roughly 18%
  Syn Std Cell Area    0.00441 mm^2
  Library cell with the largest summed area after synthesis    sky130_fd_sc_hd__fa_1
  Post-synthesis chip area from yosys    0.00441 mm^2
  Register bit count reported by yosys    32
  Post-Syn Area per Cell    roughly 9.5 um^2
  Ys Warns    0
  Biggest area contributors in the synthesized netlist    sky130_fd_sc_hd__fa_1 22%, sky130_fd_sc_hd__dfrtp_1 18%, sky130_fd_sc_hd__ha_1 18%

STA
  Worst Max-Slew Pin Slew    298 ps
  Part of the cycle the worst path needs    304%
  FMAX    about 0.33 GHz
  Max-slew violation count    0
  Setup repair after global routing missed its margin    yes
  Relative slew slack    80.2%
  Worst-case setup margin in the final layout    -2040 ps
  Worst hold slack across all endpoints    -131 ps
  Count of final setup violators    24
  Final critical path time including I/O delays and setup    3040 ps
  Hold violation count in the final report    32

Die
  Io pins    between 60 and 70
  Number of standard-cell rows in the floorplan    approximately 43
  Floorplan Core Area    roughly 0.014 mm^2
  Effective utilization at floorplan    31.3%
  Die area    0.0152 mm^2
  Height of the chip    123 um
  Die X    123 um

Critical path
  Crit. End Element    flop
  Endpoint required time on the critical path    1150 ps
  Kind of launch point of the worst setup path    input port
  Arrival time at the worst endpoint    between 3000 and 4000 ps
  Critical setup path kind    input port to flop
  Largest fanout on the critical path    3

Detailed routing
  Remaining DRCs    0
  Avg WL per Cell    13.5 um
  DRT antenna net count    0
  Diodes inserted    0
  First drt pass iteration count    4
  Starting DRC count in detailed routing    116
  Routed WL    10.8 mm
  Routed vias/inst    approximately 4.4
  Total via count after detailed routing    approximately 3,500

Power
  Combinational cell fraction of total power    64.0%
  Sequential Power Share    20.3%
  Sw Pwr    2.98 mW
  Internal Power    slightly above 6 mW
  Maximum vdd drop    606 uV
  Clk pwr share    15.8%
  Post-layout total power    9.06 mW
  Leak Pwr    ~3.4 nW
  Switching power as a share of total power    32.9%
  Cell area power density    1300 mW/mm^2

Clock network
  Library cell used as clock root buffer    sky130_fd_sc_hd__clkbuf_16
  Clock tree from TritonCTS    done
  CTS clk-pin slew, worst paths    50 ps
  Depth of the CTS H-tree    2
  Number of sinks on the clock net    32
  Number of clock buffers inserted by TritonCTS    5
  Clock Tree Buf Depth    2

Placed design
  Count of placed standard cells including taps    around 760
  Pre-CTS setup slack    -2900 ps
  Gpl congestion    0.878
  Cell Area, Placed    0.00636 mm^2
  Count of buffers inserted at the top-level ports    about 65
  Post-DP HPWL    roughly 8.4 mm

Run
  Number of max-cap violations    0
  Tool Warnings    30

Worst hold path
  Class of the tightest hold or removal check    input port to asynchronous set/reset pin
cells by family (layout without fill, tap and decap cells):
logic type	Yosys count	count (layout)	share of synthesized area, %
DFF	32	32	18.2
AOI/OAI and AO/OA	16	16	2.27
xor gates and xnor gates	54	54	13.8
and+or+nand+nor	144	144	16.8
adders and majority gates	112	112	39.9
buffers and inverters	105	259	9.02
worst max-delay path, cell delays in order:
cell and delay (ps):
sky130_fd_sc_hd__buf_6 100, sky130_fd_sc_hd__buf_6 110, sky130_fd_sc_hd__buf_6 120, sky130_fd_sc_hd__buf_6 100, sky130_fd_sc_hd__and2_4 150, sky130_fd_sc_hd__fa_1 450, sky130_fd_sc_hd__ha_1 290, sky130_fd_sc_hd__inv_1 40
sky130_fd_sc_hd__fa_1 490, sky130_fd_sc_hd__inv_2 50, sky130_fd_sc_hd__fa_2 340, sky130_fd_sc_hd__a21o_1 200, sky130_fd_sc_hd__a21oi_4 140, sky130_fd_sc_hd__xnor3_1 220, sky130_fd_sc_hd__xnor3_1 180
cells in the final DEF, fill, tap and decap left out, drive strengths merged:
cell | Yosys | routed
a21oi | 8 | 8
clkdlybuf4s50 | 0 | 4
dfrtp | 32 | 32
inv | 89 | 89
a21o | 8 | 8
xnor3 | 10 | 10
dlygate4sd2 | 0 | 8
buf | 3 | 148
fa | 48 | 48
ha | 64 | 64
xnor2 | 36 | 36
xor2 | 8 | 8
nand2 | 64 | 64
and2 | 80 | 80
clkbuf | 13 | 10
area by class of cell:
cell class / instances / share of cell area, %
Clock buffer: 5 / 1.79
Tap cell: 180 / 3.23
Timing Repair Buffer: 165 / 21.9
Inverter: 89 / 4.78
Sequential cell: 32 / 11.5
Multi-Input combinational cell: 326 / 56.8
stage by stage:
stage | TNS (ps) | hold slack (ps)
3_3_place_gp | -52850 | 178
4_1_cts | -32930 | -114
6_report | -31440 | -131
5_1_grt | -32790 | -120
3_5_place_dp | -53100 | 177
2_1_floorplan | -32350 | -95.6
repair_timing:
action / 4_1_cts / 5_1_grt
resized: 265 / 76
pin swaps: 68 / 65
endpoints found under the setup margin: 62 / 28
endpoints found under the hold margin: 32 / 32
cloned: 2 / 0
setup buffers: 26 / 14
Yosys cell counts:
cell / count
sky130_fd_sc_hd__a21oi_1: 8
sky130_fd_sc_hd__and2_1: 80
sky130_fd_sc_hd__xnor2_1: 36
sky130_fd_sc_hd__clkbuf_1: 13
sky130_fd_sc_hd__inv_1: 89
sky130_fd_sc_hd__ha_1: 64
sky130_fd_sc_hd__xor2_1: 8
sky130_fd_sc_hd__a21o_1: 8
sky130_fd_sc_hd__buf_2: 3
sky130_fd_sc_hd__fa_1: 48
sky130_fd_sc_hd__xnor3_1: 10
sky130_fd_sc_hd__dfrtp_1: 32
sky130_fd_sc_hd__nand2_1: 64
final timing paths:
kind	startpoint	to	cells after the start
min in group clk0	b[8]	c[8]$_DFF_PN0_	3
max in group asynchronous	reset	c[31]$_DFF_PN0_	2
worst max-delay path	a[3]	c[15]$_DFF_PN0_	15
worst min-delay path	reset	c[28]$_DFF_PN0_	2
routing by layer:
layer	global-route usage, %	share of wire (%)	vias to the layer above
met3	3.06	7.6	2
li1	-	-	1687
met2	25.6	46	86
met4	0.753	0.35	0
met5	0	0	-
met1	24.7	46	1721
power by group through the flow:
stage | logic, mW | clock network [mW] | registers [mW]
CTS | 5.60 | 1.50 | 1.85
finish | 5.79 | 1.43 | 1.84
global route | 6.51 | 1.53 | 1.87
Power figures rest on the tool's default switching activity, not on a simulated workload.
