--- ./config.mk ---
export PLATFORM = sky130hd
export DESIGN_NAME = mux64_4_2
export DESIGN_NICKNAME = mux64_4_2
export VERILOG_FILES = /design/flow/design.v
export SDC_FILE = /design/flow/constraint.sdc
export NUM_CORES = 4
export LEC_CHECK = 1
export CORE_AREA = 10 10 131 131
export DIE_AREA = 0 0 141 141
export SYNTH_HDL_FRONTEND = slang
--- ./constraint.sdc ---
current_design mux64_4_2

set clk_period 1.0
set clk_io_pct 0.2

create_clock -name clk0 -period $clk_period

set non_clock_inputs [all_inputs -no_clocks]
set_input_delay [expr $clk_period * $clk_io_pct] -clock clk0 $non_clock_inputs
set_output_delay [expr $clk_period * $clk_io_pct] -clock clk0 [all_outputs]
--- ./design.v ---
module mux1_4(output z, input y0, y1, y2, y3, input [1:0] x);
    wire n0, n1, n2, n3, nx0, nx1;
    not(nx0, x[0]);
    not(nx1, x[1]);
    and(n0, y0, nx1, nx0);
    and(n1, y1, nx1,  x[0]);
    and(n2, y2,  x[1], nx0);
    and(n3, y3,  x[1],  x[0]);
    or(z, n0, n1, n2, n3);
endmodule
module mux64_4_2(output [63:0] z, input [63:0] y0, y1, y2, y3, input [1:0] x);
    mux1_4 m[63:0](z, y0, y1, y2, y3, x);
endmodule
--- ./run.sh ---
#!/bin/bash
# OpenROAD 26Q1-2900-gdf79404cd8, Yosys 0.63+post, stock flow scripts
make -C /OpenROAD-flow-scripts/flow DESIGN_CONFIG=/design/flow/config.mk WORK_HOME=/design/flow/orfs finish
==> results.sh <==
# physical design summary
export IMPL_fp_util_pct=14.6
export IMPL_top_area_cell="mux4_2"
export IMPL_path_cells="buf_12 -> buf_12 -> buf_8 -> buf_6 -> buf_6 -> mux4_2 -> buf_2"
export IMPL_grtUsageTotal_pct=12.2
export IMPL_avgSynthCellArea_um2=14.8
export IMPL_die_x_um=141
export IMPL_powerDensity_mw_per_mm2=395
export IMPL_synth_cell_type_count=7
export IMPL_endpoint_kind="output port"
export IMPL_syn_to_final_growth_pct=151
export IMPL_min_delay_path_depth=3
export IMPL_syn_cell_area_mm2=0.00210
export IMPL_post_place_ws_ns=-0.842
export IMPL_drc=0
export IMPL_fin_tns_setup_ns=-27.38
export IMPL_max_freq_mhz=640
export IMPL_min_to="z[9]"
export IMPL_chipArea_mm2=0.0199
export IMPL_grt_pass1_wl_mm=18.7
export IMPL_tool_warnings=35
export IMPL_status="finished with violations"
export IMPL_syn_inst=142
export IMPL_seq_cells=0
export IMPL_ys_warn_count=0
export IMPL_drt_pre_antenna_iters=4
export IMPL_grt_max_degree=37
export IMPL_worstMarginPinSlew_ns=0.221
export IMPL_hold_viol=0
export IMPL_antenna_found_initial=1
export IMPL_crit_slowest_cell="mux4_2"
export IMPL_grt_pass1_vias=2965
export IMPL_max_stage_delay_ns=0.47
export IMPL_drt_vias_per_instance=4.03
export IMPL_hp_class="in2out"
export IMPL_drive_gt1_share_pct=41.4
export IMPL_drt_wl_total_mm=12.8
export IMPL_required_ns=0.80
export IMPL_relSlewSlack_pct=85.3
export IMPL_final_min_clock_period_ns=1.56
export IMPL_layout_setup_ws_ns=-0.563
export IMPL_setup_viol=64
export IMPL_power_mw=2.09
export IMPL_finalClockPeriodUsage_pct=156
export IMPL_layout_top_cell="clkdlybuf4s50_1"
export IMPL_ys_area_mm2=0.00210
export IMPL_arrival_ns=1.36
export IMPL_regArea_um2=0
export IMPL_num_rows=44
export IMPL_die_size_y_um=141
export IMPL_routedWlPerCell_um=20.4
export IMPL_violations="setup timing"
export IMPL_portBuffers=322
export IMPL_path_class="in2out"
export IMPL_combGateArea_mm2=0.00144
export IMPL_pin_count=322
export IMPL_ys_cells=142
export IMPL_clkbuf_count=0
export IMPL_synth_seq_share_pct=0
export IMPL_fillers=1424
export IMPL_coreArea_mm2=0.0144
export IMPL_crit_fanout=7
export IMPL_place_gp_congestion=0.874
export IMPL_maxSlewViolCount=0
export IMPL_vias=2524
export IMPL_top_cells_by_area="mux4_2 64%, buf_4 23%, buf_12 5.7%"
export IMPL_fin_util_pct=36.7
export IMPL_antenna_left=0
export IMPL_drt_iter0_markers=35
export IMPL_p_leak_nw=2.25
export IMPL_top_cell_area_share_pct=64.2
export IMPL_ir_drop_v=0.000191
export IMPL_rsz0062_at_grt="true"
export IMPL_hp_start="y3[9]"
export IMPL_overflow=0
export IMPL_cap_violations=0
export IMPL_startpoint_type="input port"
export IMPL_dp_hpwl_mm=11.2
export IMPL_layout_top_cells="179 x clkdlybuf4s50_1, 70 x dlygate4sd2_1, 64 x mux4_2"
[worst max-delay path, delay by kind of cell]
| family | cells | cell delay (ns) |
|---|---|---|
| buffers and inverters | 6 | 0.68 |
| muxes | 1 | 0.47 |
[layer usage]
| metal | up-vias | GRT usage [%] | wire length [um] |
|---|---|---|---|
| met5 | - | 0 | 0 |
| met4 | 0 | 0.217 | 27 |
| met3 | 2 | 6.61 | 1800 |
| met2 | 203 | 20.3 | 6230 |
| met1 | 1176 | 14.6 | 4740 |
| li1 | 1143 | - | - |
[cells in the mapped netlist]
| master | number |
|---|---|
| buf_12 | 6 |
| mux4_1 | 4 |
| buf_2 | 6 |
| buf_6 | 1 |
| buf_4 | 64 |
| clkbuf_2 | 1 |
| mux4_2 | 60 |
[worst max path at each step]
stage     from  endpoint  depth (start not counted)
5_1_grt   x[0]     z[23]                          7
4_1_cts   x[0]     z[23]                          7
6_report  x[0]     z[23]                          7
[timing repair]
| item | in CTS | in global routing |
|---|---|---|
| hold buffers | 0 | 0 |
| gates cloned | 2 | 0 |
| endpoints found under the setup margin | 64 | 64 |
| setup buffers | 44 | 2 |
| resized | 314 | 19 |
| hold endpoints to repair | 0 | 0 |
[power breakdown]
part	switching, mW	internal [mW]	leakage, nW
logic	0.482	1.61	2.25
clock network	0	0.000000134	0.00000634
registers	0	0	0
total	0.482	1.61	2.25
[per-stage QoR]
stage | hold WS (ns) | cell area, um^2 | cells
floorplan | 0.673 | 2110 | 142
global placement | 1.36 | 5120 | 588
detailed placement | 1.36 | 5120 | 588
CTS | 0.889 | 5340 | 631
global route | 0.822 | 5290 | 627
finish | 0.788 | 5290 | 627
[cell families after synthesis]
group	count (synthesis)	share of synthesized area [%]
buffers and inverters	78	30.8
muxes	64	69.2
[final cells by class]
| type | count | area share [%] |
|---|---|---|
| Multi-Input combinational cell | 64 | 27.3 |
| Antenna cell | 1 | 0.0473 |
| Timing Repair Buffer | 378 | 68.3 |
| Tap cell | 184 | 4.35 |
Power and IR drop assume default switching activity.
