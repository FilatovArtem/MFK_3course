<file path="flow/run.sh">
#!/bin/bash
# OpenROAD 26Q1-2900-gdf79404cd8, Yosys 0.63+post, stock flow scripts
make -C /OpenROAD-flow-scripts/flow DESIGN_CONFIG=/design/flow/config.mk WORK_HOME=/design/flow/orfs finish
</file>
<file path="flow/config.mk">
export PLATFORM = sky130hd
export DESIGN_NAME = linear_classifier
export DESIGN_NICKNAME = linear_classifier
export VERILOG_FILES = /design/flow/design.v
export SDC_FILE = /design/flow/constraint.sdc
export NUM_CORES = 4
export LEC_CHECK = 1
export CORE_UTILIZATION = 30
export SYNTH_HDL_FRONTEND = slang
</file>
<file path="flow/constraint.sdc">
current_design linear_classifier

set clk_period 11.6
set clk_io_pct 0.2

create_clock -name clk0 -period $clk_period

set non_clock_inputs [all_inputs -no_clocks]
set_input_delay [expr $clk_period * $clk_io_pct] -clock clk0 $non_clock_inputs
set_output_delay [expr $clk_period * $clk_io_pct] -clock clk0 [all_outputs]
</file>
<file path="flow/design.v">
module tree_adder #(parameter WIDTH = 8, parameter SIZE = 4)
(
    input  wire [SIZE*WIDTH-1:0] data_in,
    output wire [WIDTH-1:0] data_out
);
    generate
        if (SIZE == 1) begin
            assign data_out = data_in[WIDTH-1:0];
        end else begin
            localparam HALF_SIZE = SIZE / 2;
            wire [WIDTH-1:0] sum_left;
            wire [WIDTH-1:0] sum_right;
            wire [HALF_SIZE*WIDTH-1:0] left_half = data_in[SIZE*WIDTH-1 : HALF_SIZE*WIDTH];
            wire [HALF_SIZE*WIDTH-1:0] right_half = data_in[HALF_SIZE*WIDTH-1 : 0];
            tree_adder #(.WIDTH(WIDTH), .SIZE(HALF_SIZE)) adder_left (
                .data_in(left_half),
                .data_out(sum_left)
            );
            tree_adder #(.WIDTH(WIDTH), .SIZE(HALF_SIZE)) adder_right (
                .data_in(right_half),
                .data_out(sum_right)
            );
            assign data_out = sum_left + sum_right;
        end
    endgenerate
endmodule
module max_argmax #(parameter WIDTH = 8, parameter SIZE = 2)
(
    input [(2**SIZE)*WIDTH-1:0] data_in,
    output [WIDTH-1:0] data_max,
    output [SIZE-1:0] argmax
);
    wire [WIDTH-1:0] values [0:(2**(SIZE+1))-2];
    wire [SIZE-1:0] indices [0:(2**(SIZE+1))-2];
    genvar i;
    generate
        for (i = 0; i < 2**SIZE; i = i + 1) begin
            assign values[i + (2**SIZE) - 1] = data_in[WIDTH * (i + 1) - 1:WIDTH * i];
            assign indices[i + (2**SIZE) - 1] = i[SIZE - 1:0];
        end
    endgenerate
    genvar level, j;
    generate
        for (level = 0; level < SIZE; level = level + 1) begin
            for (j = 0; j < 2**(SIZE - level - 1); j = j + 1) begin
                localparam integer left_idx = (2**(SIZE - level )) - 1 + 2 * j;
                localparam integer right_idx = (2**(SIZE - level )) - 1 + 2 * j + 1;
                localparam integer parent_idx = (2**(SIZE - level -1)) - 1 + j;
                assign values[parent_idx] = (values[left_idx] >= values[right_idx]) ? 
                                            values[left_idx] : values[right_idx];
                assign indices[parent_idx] = (values[left_idx] > values[right_idx]) ? 
                                             indices[left_idx] : indices[right_idx];
            end
        end
    endgenerate
    assign data_max = values[0];
    assign argmax = indices[0];
endmodule 
module linear_classifier #(parameter WIDTH = 8, parameter FEATURES = 2, parameter C_WIDTH = 1)
(
    input [FEATURES * WIDTH - 1:0] features,
    input [(2**C_WIDTH) * FEATURES * WIDTH - 1:0] weights,
    output [WIDTH - 1:0] r_value,
    output [C_WIDTH - 1:0] r_class
);
    localparam CLASSES = 2**C_WIDTH;
    wire [WIDTH-1:0] products [0:CLASSES * FEATURES - 1];
    wire [WIDTH-1:0] class_sums [0:CLASSES - 1];
    genvar c, f;
    generate
        for (c = 0; c < CLASSES; c = c + 1) begin
            for (f = 0; f < FEATURES; f = f + 1) begin
                wire [WIDTH - 1:0] feature_value;
                assign feature_value = features[f * WIDTH +: WIDTH];
                wire [WIDTH - 1:0] weight_value;
                assign weight_value = weights[(c * FEATURES + f) * WIDTH +: WIDTH];
                assign products[c * FEATURES + f] = feature_value * weight_value;
            end
            wire [WIDTH * FEATURES - 1:0] sum_inputs;
            for (f = 0; f < FEATURES; f = f + 1) begin
                assign sum_inputs[f * WIDTH +: WIDTH] = products[c * FEATURES + f];
            end
            tree_adder #(
                .WIDTH(WIDTH),
                .SIZE(FEATURES)
            ) adder (
                .data_in(sum_inputs),
                .data_out(class_sums[c])
            );
        end
    endgenerate
    wire [CLASSES * WIDTH - 1:0] max_inputs;
    genvar i;
    generate
        for (i = 0; i < CLASSES; i = i + 1) begin
            assign max_inputs[i * WIDTH +: WIDTH] = class_sums[i];
        end
    endgenerate
    max_argmax #(
        .WIDTH(WIDTH),
        .SIZE(C_WIDTH)
    ) max_finder (
        .data_in(max_inputs),
        .data_max(r_value),
        .argmax(r_class)
    );
endmodule
</file>
==> impl_results.html <==
<h2>Implementation results</h2>
<table>
<tr><th>Metric</th><th>Value</th></tr>
<tr><th colspan="2">Drt</th></tr>
<tr><td>Total vias in the final route</td><td>3171</td></tr>
<tr><td>Total iterations of the first detailed-routing run</td><td>20</td></tr>
<tr><td>Number of violations reported at the end of detailed-routing iteration 0</td><td>93</td></tr>
<tr><td>Remaining number of nets flagged by the antenna check after routing</td><td>0</td></tr>
<tr><td>Drt wl/cell</td><td>13.5 µm</td></tr>
<tr><td>Number of remaining DRC errors</td><td>0</td></tr>
<tr><td>DR vias/cell</td><td>4.36</td></tr>
<tr><td>Total Wirelength</td><td>9.78 mm</td></tr>
<tr><th colspan="2">Finish</th></tr>
<tr><td>Layout cell share with drive strength beyond 1</td><td>2.38%</td></tr>
<tr><td>Register Area</td><td>0 µm²</td></tr>
<tr><td>Most frequent logic cell in the layout</td><td>sky130_fd_sc_hd__inv_1</td></tr>
<tr><td>Commonest cells after routing, fill and taps aside</td><td>sky130_fd_sc_hd__inv_1 (108), sky130_fd_sc_hd__ha_1 (78), sky130_fd_sc_hd__and2_1 (76), sky130_fd_sc_hd__nand2_1 (69), sky130_fd_sc_hd__fa_1 (62)</td></tr>
<tr><td>Clock Buffer Count</td><td>0</td></tr>
<tr><td>Area growth syn-to-layout</td><td>20.1%</td></tr>
<tr><td>Flops</td><td>0</td></tr>
<tr><td># fillers</td><td>1393</td></tr>
<tr><th colspan="2">Critical path</th></tr>
<tr><td>Kind of critical path</td><td>input pin to primary output</td></tr>
<tr><td>Required time of the worst setup path</td><td>9280 ps</td></tr>
<tr><td>Most frequent cell on the critical path</td><td>sky130_fd_sc_hd__fa_1</td></tr>
<tr><td>Element type at the critical path end</td><td>primary output</td></tr>
<tr><td>Sequence of cells on the critical path</td><td>clkdlybuf4s50_1 &gt; nand2_1 &gt; fa_1 &gt; fa_1 &gt; fa_1 &gt; inv_1 &gt; fa_1 &gt; inv_1 &gt; fa_1 &gt; xor2_1 &gt; xnor3_1 &gt; xnor3_1 &gt; xnor3_1 &gt; xnor3_1 &gt; ha_1 &gt; nand4_1 &gt; or2_2 &gt; o211ai_4 &gt; mux2_2 &gt; clkdlybuf4s50_1</td></tr>
<tr><td>Crit path max fanout</td><td>8</td></tr>
<tr><td>Critical-path top delay cell</td><td>sky130_fd_sc_hd__clkdlybuf4s50_1</td></tr>
<tr><td>Startpoint kind of the worst setup timing path</td><td>input pin</td></tr>
<tr><td>Delay of the slowest cell on the worst path</td><td>570 ps</td></tr>
<tr><td>Data arrival time at the worst-slack endpoint</td><td>8900 ps</td></tr>
<tr><td>Buffers &amp; Inverters on Critical Path</td><td>4</td></tr>
<tr><td>Dominant delay contributor by cell family on the critical path</td><td>adder cells</td></tr>
<tr><th colspan="2">Final timing</th></tr>
<tr><td>Setup repair after global routing missed its margin</td><td>no</td></tr>
<tr><td>Final number of setup-violating endpoints</td><td>0</td></tr>
<tr><td>Final hold viol count</td><td>0</td></tr>
<tr><td>Crit path setup slack, layout</td><td>383 ps</td></tr>
<tr><td>Share of the clock period used by the worst path after layout</td><td>96.7%</td></tr>
<tr><td>Max Slew Vio Count</td><td>0</td></tr>
<tr><td>Measured slew at the worst slew-check pin</td><td>441 ps</td></tr>
<tr><td>Maximum clock rate</td><td>89.1 MHz</td></tr>
<tr><td>Relative max-transition margin</td><td>70.5%</td></tr>
<tr><td>Minimum period implied by the final worst setup slack</td><td>11220 ps</td></tr>
<tr><td>Summed negative setup slack over all endpoints</td><td>0 ps</td></tr>
<tr><th colspan="2">Yosys</th></tr>
<tr><td>Synth Seq Share</td><td>0%</td></tr>
<tr><td>Cell Area, Synth</td><td>4250 µm²</td></tr>
<tr><td>Synthesized netlist cell count</td><td>492</td></tr>
<tr><td>Area figure in the yosys stat output</td><td>4250 µm²</td></tr>
<tr><td>Syn_area_per_cell</td><td>8.64 µm²</td></tr>
<tr><td>Number of warnings issued by yosys</td><td>0</td></tr>
<tr><td>Count of unique library cells instantiated by Yosys</td><td>22</td></tr>
<tr><td>Number of cells in Yosys stat</td><td>492</td></tr>
<tr><th colspan="2">Global route</th></tr>
<tr><td>Antenna violations before repair</td><td>1</td></tr>
<tr><td>Leftover overflow at the end of global routing</td><td>0</td></tr>
<tr><td>Maximum number of pins on one net before global-route repair</td><td>17</td></tr>
<tr><td>Aggregate global-route resource usage</td><td>14.9%</td></tr>
<tr><td>Vias in the first global route</td><td>3367</td></tr>
<tr><td>First-pass GRT wire length</td><td>16.6 mm</td></tr>
<tr><th colspan="2">Placement</th></tr>
<tr><td>Input/output buffers</td><td>57</td></tr>
<tr><td>GP Congestion</td><td>0.855</td></tr>
<tr><td>HPWL Detailed</td><td>8.79 mm</td></tr>
<tr><td>Pre-CTS setup slack</td><td>217 ps</td></tr>
<tr><th colspan="2">Power and ir drop</th></tr>
<tr><td>Leakage power summed over all cells</td><td>2.69 nW</td></tr>
<tr><td>Power, Total</td><td>1.77 mW</td></tr>
<tr><td>Power density of the placed cells</td><td>347 nW/µm²</td></tr>
<tr><td>Max rail drop VDD</td><td>0.518 mV</td></tr>
<tr><th colspan="2">Floorplan</th></tr>
<tr><td>Row count</td><td>43</td></tr>
<tr><td>Initial standard-cell utilization of the core</td><td>30.6%</td></tr>
<tr><td>Core area</td><td>13900 µm²</td></tr>
<tr><td>Chip area</td><td>14700 µm²</td></tr>
<tr><td>Chip height</td><td>121 µm</td></tr>
<tr><td>I/O pin count</td><td>57</td></tr>
<tr><td>Horizontal extent of the die</td><td>121 µm</td></tr>
<tr><th colspan="2">Run</th></tr>
<tr><td>Number of OpenROAD warnings</td><td>32</td></tr>
<tr><td>Max cap viols</td><td>0</td></tr>
<tr><th colspan="2">Min path</th></tr>
<tr><td>Hold Path Class</td><td>input pin to primary output</td></tr>
<tr><th colspan="2">CTS</th></tr>
<tr><td>Hold bufs inserted after CTS</td><td>0</td></tr>
<tr><th colspan="2">Run status</th></tr>
<tr><td>Status</td><td>finished, final reports clean</td></tr>
</table>
==> power breakdown <==
part	internal (mW)	total (mW)	switching [mW]
combinational	1.07	1.77	0.698
sequential	0	0	0
clock	0.0000000115	0.0000000115	0
==> through the flow <==
| step | cell area [µm²] | std cells | util, % | hold WS, ps |
|---|---|---|---|---|
| final | 5110 | 727 | 36.8 | 6020 |
| after global routing | 5110 | 727 | 36.8 | 6150 |
| after CTS | 5060 | 726 | 36.4 | 6260 |
| after detailed placement | 5060 | 726 | 36.4 | 6240 |
| after global placement | 5060 | 726 | 36.4 | 6250 |
| after floorplan | 4250 | 492 | - | 4980 |
==> cell usage after synthesis (all sizes together) <==
master  instances  area share (%)
buf             1            0.18
o21ai           2            0.24
a21o            5            0.88
mux2i           4            0.94
and2           76              11
clkbuf          8            0.71
xnor2          37             7.6
nor2b           1            0.15
xnor3           7             3.7
or2             1            0.15
xor3            1            0.56
nand2          69             6.1
o21bai          3            0.53
inv           108             9.5
o211ai          1            0.29
ha             78              23
fa             62              29
mux2            4             1.1
xor2           13             2.7
nand4           2            0.29
a21oi           8            0.94
nand2b          1            0.15
==> final timing paths <==
kind | start | endpoint | slack, ps | depth (start not counted)
setup / recovery | weights[27] | r_value[2] | 380 | 20
hold / removal | features[9] | r_value[1] | 6020 | 6
==> cells by family after synthesis <==
group / synth area share, %
XOR/XNOR: 14.6
multiplexers: 2.00
AND/OR/NAND/NOR: 18.0
AND-OR/OR-AND: 2.88
adder cells (fa/ha/maj): 52.1
buffers and inverters: 10.4
==> layout make-up <==
type,instances,area (µm²),area share (%)
Antenna cell,1,2.50,0.0490
Timing Repair Buffer,63,653,12.8
Tap cell,180,225,4.41
Inverter,108,405,7.94
Multi-Input combinational cell,375,3820,74.8
==> tightest hold or removal path: cells and delay by family <==
kind                       cells  cell delay (ps)
adders and majority gates      2              300
muxes                          1              150
and+or+nand+nor                1              190
buffers and inverters          2              740
==> routing by layer <==
metal,track usage (%),up-vias,share of wire [%],routed length [µm]
met5,0,-,0,0
li1,-,1589,-,-
met3,6.19,4,10,1000
met2,21.7,102,41,3990
met4,0.926,0,0.75,73
met1,22.0,1476,48,4710
==> timing repair <==
action,CTS,global route
resized,0,17
setup endpoints to repair,0,8
setup buffers,0,0
Power is estimated from default activity; no workload was simulated.
